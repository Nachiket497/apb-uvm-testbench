`/design/flow/run.sh`:
```
#!/bin/bash
# OpenROAD 26Q1-2900-gdf79404cd8, Yosys 0.63+post, stock flow scripts
make -C /OpenROAD-flow-scripts/flow DESIGN_CONFIG=/design/flow/config.mk WORK_HOME=/design/flow/orfs finish
```
`/design/flow/config.mk`:
```
export PLATFORM = sky130hd
export DESIGN_NAME = apb_slave
export DESIGN_NICKNAME = apb_slave
export VERILOG_FILES = /design/flow/design.v
export SDC_FILE = /design/flow/constraint.sdc
export NUM_CORES = 4
export LEC_CHECK = 1
export CORE_UTILIZATION = 40
export SYNTH_HDL_FRONTEND = slang
export SYNTH_MEMORY_MAX_BITS = 65536
```
`/design/flow/constraint.sdc`:
```
current_design apb_slave

set clk_period 9.8
set clk_io_pct 0.2

create_clock -name clk0 -period $clk_period [get_ports {pclk}]

set non_clock_inputs [all_inputs -no_clocks]
set_input_delay [expr $clk_period * $clk_io_pct] -clock clk0 $non_clock_inputs
set_output_delay [expr $clk_period * $clk_io_pct] -clock clk0 [all_outputs]
```
`/design/flow/design.v`:
```
import signals_def::*;
interface ctrl_sigs_intf;
  bit                   pclk;
  bit                   preset;
  bit                   penable;
  req_ctrl_sigs         req_sigs;
  completer_ctrl_sigs   comp_sigs;
  clocking cb @(posedge pclk);
    input comp_sigs;
    output penable;
    output req_sigs;
  endclocking
endinterface
package signals_def;
  parameter ADDR_WIDTH = 8;
  parameter DATA_WIDTH = 32;
  typedef struct packed {
    bit [ADDR_WIDTH -1 : 0]    paddr;
    bit [3             : 0]    pprot;
    bit                        pnse;
    bit                        pselx;
    bit                        penable;
    bit                        pwrite;
    bit [DATA_WIDTH -1 : 0]    pwdata;
    bit [DATA_WIDTH/8 -1 : 0]  pstrb;
    bit                        pwakeup;
  } req_ctrl_sigs;
  typedef struct packed {
    bit [DATA_WIDTH -1 : 0]  prdata;
    bit                      pready;
    bit                      pslverr;
  } completer_ctrl_sigs;
endpackage
package enums;
  typedef enum {
    IDLE,
    SETUP,
    ACCESS
  } apb_state;
endpackage
import enums::*;
module apb_slave #(parameter ADDR_WIDTH = 8, DATA_WIDTH = 32) (
    input bit                       pclk,
    input bit                       preset,
    input bit [ADDR_WIDTH-1:0]      paddr,
    input bit [3:0]                 pprot,
    input bit                       pnse,
    input bit                       pselx,
    input bit                       penable,
    input bit                       pwrite,
    input bit [DATA_WIDTH-1:0]      pwdata,
    input bit [DATA_WIDTH/8-1:0]    pstrb,
    input bit                       pwakeup,  
    output bit [DATA_WIDTH-1:0]     prdata,
    output bit                      pready,
    output bit                      pslverr
);
    apb_state curr_state, next_state;
    bit [DATA_WIDTH-1:0] mem [0:(1<<ADDR_WIDTH)-1];
    bit [DATA_WIDTH-1:0] prdata_reg;
    assign pready = (curr_state == ACCESS);
    assign pslverr = 1'b0;  
    assign prdata = (curr_state == ACCESS) ? prdata_reg : '0;
    always_ff @(posedge pclk or negedge preset) begin
        if (!preset) begin
            curr_state <= IDLE;  
            prdata_reg <= '0;   
        end else begin
            curr_state <= next_state;
            if (curr_state == SETUP && penable) begin
                if (pwrite) begin
                    mem[paddr] <= pwdata;
                    prdata_reg <= '0;  
                end else begin
                    prdata_reg <= mem[paddr];
                end
            end
        end
    end
    always_comb begin
        next_state = curr_state;
        unique case (curr_state)
            IDLE: begin
                if (pselx)
                    next_state = SETUP;
            end
            SETUP: begin
                if (penable)
                    next_state = ACCESS;
                else if (!pselx)
                    next_state = IDLE;
            end
            ACCESS: begin
                if (pselx)
                    next_state = SETUP;  
                else
                    next_state = IDLE;  
            end
            default: next_state = IDLE;  
        endcase
    end
endmodule
```
==> impl_metrics.toml <==
# synthesis and place-and-route metrics
[timing]
setup_viol = 0
slew_headroom = 0.155
finalHoldViolCount = 0
grt_setup_unrepaired = "false"
finalMaxSlewViolations = 0
tightestPinTransition_ns = 1.25
worst_clock_skew_ns = 0.0686
clock.fmax_mhz = 170
whs_ns = 0.491
final.setup.tns_ns = 0
finalCritPeriodShare = 0.600
fin_crit_ns = 5.88

[synth]
edf_count = 8192
yosys_warnings = 0
syn_area_um2 = 315000
most_common_cell = "edfxtp_1"
synth-seq-cells = 8227
synth_cell_types = 57
synthArstFlopShare = 0.00425
ys_seq_frac = 0.784
synth_area_per_cell_um2 = 21.3
top_cell_area_share = 0.782
dominantRegCellSynth = "edfxtp_1"
ys_area_um2 = 315000
ys_cells = 14800
top_cells_by_count = "8192 x edfxtp_1, 1569 x mux4_2, 1174 x mux2i_1"
top_area_cell = "edfxtp_1"
topCellsByArea = "edfxtp_1 78%, mux4_2 11%, mux2i_1 3.7%"
synthCells = 14800

[job]
openroad.warnings = 39
cap_violations = 0

[hold_path]
holdCritPathClass = "flop to flop"
hold_path_end = "prdata_reg[4]"
hold_path_startpoint = "prdata_reg[4]"
whs_path_depth = 1

[cts]
htree_levels = 6
insertion_delay_ns = 1.18
holdBufCountCts = 0
numCtsBuffers = 817
post_cts_buffers = 0
cts_root_buf = "clkbuf_16"
ctsResizeCount = 0
clock-sinks = 8227
path_clk_slew_ns = 0.06
cts_buffer_depth = 4
cts_tree = "yes"

[placed_design]
finalWeightedCongestion = 0.878
io_buffer_count = 77
placed_cells = 25200
placed_area_um2 = 334000
dp.final_hpwl_um = 476000

[critical_path]
path_class = "input port to flop"
arrival_ns = 6.93
critPathMaxFanout = 49
worst_ep_required_time_ns = 10.85
start_kind = "input port"
crit-reg2reg-launch = "curr_state[2]"
worstReg2RegEnd = "mem[122][20]"
endpoint_kind = "flop"
regToRegSetupSlack_ns = 5.87
reg2regPathDepth = 9

[power]
ir_worst_vdd_uv = 193
leakagePower_uw = 0.113
total_power_uw = 71900
powerDensity_nw_per_um2 = 200

[floorplanning]
die_w_um = 889
die_h_um = 889
fp_util = 0.402
die_area_um2 = 790000
rows = 325
core_um2 = 784000
io_pins = 89

[layout]
syn_to_final_growth_pct = 14.1
seqCellArea_um2 = 247000
final_layout_size_suffix_gt1_frac = 0.239
comb_area_um2 = 66500
stdcell_count = 26800
n_fill_cell = 63700
largest_register_ffs = 8192
design_area_um2 = 359000

[route]
drt_iter0_drc = 10100
ant_nets = 0
num_vias = 152000
wl_um = 849000
viasPerCell = 5.69
wire_per_inst_um = 31.7
drtPass1Iterations = 6
drc = 0

[global_routing]
grt_pass1_wl_um = 1200000
antenna_found_initial = 33
gr-total-overflow = 0
grt_max_degree = 105
grt_pass1_vias = 165000
track_usage = 0.236

[run_status]
status = "complete, no violations"
## worst max-delay path, stage by stage
cell and delay (ns):
buf_16 0.27, buf_4 0.54, buf_4 0.73, buf_4 0.60
mux4_2 0.40, a22oi_1 0.69, nand4_1 0.20, nor2_1 0.62
o311ai_0 0.29, buf_4 0.23, a32o_1 0.25
## power by group
group          switching, uW  leakage, uW  internal, uW  total [uW]
logic                   2320       0.0269          1130        3450
registers               46.4       0.0740         38700       38800
clock network          13200       0.0123         16500       29700
total                  15500        0.113         56400       71900
## cells by family after synthesis
group | after synthesis | synth area share
buffers and inverters | 868 | 0.0130
other | 1 | 0.0000119
DFF | 8227 | 0.784
muxes | 2744 | 0.150
AOI/OAI and AO/OA | 1290 | 0.0298
and+or+nand+nor | 1627 | 0.0232
## cells in the final DEF, fill, tap and decap left out, types with 214 or more instances in the layout
| master | n |
|---|---|
| buf_4 | 759 |
| nand2_1 | 547 |
| a22oi_1 | 476 |
| nor2_4 | 266 |
| mux4_2 | 1569 |
| mux2i_1 | 1174 |
| clkbuf_16 | 824 |
| nand3_1 | 222 |
| clkbuf_1 | 214 |
| edfxtp_1 | 8192 |
## through the flow
step           setup WS (ns)  utilization
2_1_floorplan           4.29            -
5_1_grt                 3.69        0.458
3_5_place_dp            2.81        0.426
4_1_cts                 4.04        0.458
3_3_place_gp            2.79        0.426
6_report                3.92        0.458
## area by class of cell
| class | instances | share of cell area |
|---|---|---|
| Timing Repair Buffer | 872 | 0.0206 |
| Antenna cell | 32 | 0.000223 |
| Inverter | 4 | 0.0000453 |
| Clock inverter | 444 | 0.0101 |
| Tap cell | 10500 | 0.0365 |
| Clock buffer | 1052 | 0.0602 |
| Multi-Input combinational cell | 5662 | 0.185 |
| Sequential cell | 8227 | 0.687 |
## worst max-delay path by stage
stage,startpoint,end
final,paddr[1],prdata_reg[1]
after global routing,paddr[1],prdata_reg[1]
after CTS,paddr[1],prdata_reg[1]
## per-layer routing
metal / global-route usage / part of all wire
met2: 0.333 / 0.45
met3: 0.209 / 0.20
met4: 0.0686 / 0.038
met1: 0.269 / 0.30
met5: 0.0204 / 0.0024
No activity file was given, so power comes from the tool's default toggle rates.
